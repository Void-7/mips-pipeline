<file path="/design/flow/design.v">
module ALU(
    input [31:0] a,
    input [31:0] b,
    input [4:0] aluc,
    output [31:0] r,
    input [4:0] shamt,   
    output zero,
    output carry,
    output overflow
);
reg[32:0] result;
parameter Addu = 5'b00000;
parameter And = 5'b00011;
parameter Or = 5'b00101;
parameter Xor= 5'b00110;
parameter Nor=5'b00100;
parameter Sll= 5'b00111;
parameter Slt= 5'b00010;
parameter Sltu= 5'b01001;
parameter Srl=5'b01000;
parameter Subu=5'b00001;
parameter Lui=5'b10000;
parameter Sra=5'b01101;
parameter Srav=5'b01110;
parameter Srlv=5'b01111;
parameter Sllv=5'b01100;
parameter Jr=5'b01011;
parameter Jalr=5'b01010;
wire signed [31:0] signed_a=a,signed_b=b;
always@(*) begin
    case(aluc)
        Addu:begin  result=a+b;end
        And:begin  result=a&b;end
        Or:begin  result=a|b;end
        Nor:begin result=~(a|b);end
        Sll:begin  result=b<<shamt;end
        Srl:begin result=b>>shamt;end
        Slt:begin result=signed_a<signed_b?1:0;end
        Sltu:begin result=a<b?1:0;end
        Xor:begin result=a^b;end
        Sra:begin result=signed_b>>>shamt;end
        Srav:begin result=signed_b>>>a;end
        Srlv:begin result=b>>a;end
        Sllv:begin result=b<<a;end
        Subu:begin result=a-b;end
        Lui:begin result = {b[15:0], 16'b0};end
        Jr,Jalr:begin result=a+32'h00003000;end
        default: result=a+b;
    endcase
end
assign r=result[31:0];
assign carry=result[32];
assign zero=(result==32'b0)?1:0;
assign overflow=result[32];
endmodule
module MUX(
    input[31:0]a,
    input[31:0]b,
    input switch,
    output reg[31:0]out
);
always@(*) begin
    if(switch)
        out<=b;
    else 
        out<=a;
end
endmodule
module MUX_3src_5bit(
    input[4:0]a,
    input[4:0]b,
    input[4:0]c,
    input b_enable,
    input c_enable,
    output reg[4:0]out
);
always@(*) begin
    if(b_enable)
        out<=b;
    else if(c_enable)
        out<=c;
    else out<=a;
end
endmodule
module MUX3#(parameter WIDTH = 5)
(
    input[WIDTH-1:0]a,
    input[WIDTH-1:0]b,
    input[WIDTH-1:0]c,
    input[1:0]switch,
    output reg[WIDTH-1:0]out
);
always@(*)begin
    case(switch)
    2'b00:out<=a;
    2'b01:out<=b;
    2'b10:out<=c;
    endcase
end
endmodule
module EX(
    input[31:0] pc,
    input[31:0] pc_plus4,
    input[31:0] inst,
    input[31:0] immExt,
    input[31:0] busA,
    input[31:0] busB,
    input[4:0] ALUctr,
    input[4:0] shamt,
    input[1:0] ForwardA,ForwardB,
    input[31:0] C1,C2,
    input RegDST,
    input ALUSrc,
    input MemtoReg,
    input RegWrite,
    input MemWrite,
    input Branch,nBranch,BGEZ,BGTZ,BLEZ,BLTZ,
    input lb,lbu,sb,
    input jal,jmp,jr,jalr,
    output [31:0] EX_pc,
    output [31:0] EX_pc_plus4,
    output [31:0] EX_inst,
    output EX_MemtoReg,
    output EX_RegWrite,
    output EX_Memwrite,
    output EX_lb,EX_lbu,EX_sb,
    output EX_jal,EX_jalr,
    output [31:0] EX_ALUresult,
    output EX_zero,
    output [4:0] EX_Rw
);
wire carry,overflow;
wire[31:0]ALUbusB;
wire[31:0]real_busA,real_busB;
MUX3#(32) af_mux1(busA,C2,C1,ForwardA,real_busA);
MUX3#(32) af_mux2(ALUbusB,C2,C1,ForwardB,real_busB);
ALU alu(real_busA,real_busB,ALUctr,EX_ALUresult,shamt,EX_zero,carry,overflow);
MUX alusrc_mux(busB,immExt,ALUSrc,ALUbusB);
wire [4:0]reg31=5'b11111;
MUX_3src_5bit wreg_mux(inst[20:16],inst[15:11],reg31[4:0],RegDST,jal,EX_Rw);
assign EX_pc=pc;
assign EX_pc_plus4=pc_plus4;
assign EX_inst=inst;
assign EX_MemtoReg=MemtoReg;
assign EX_RegWrite=RegWrite;
assign EX_Memwrite=MemWrite;
assign EX_lb=lb;
assign EX_lbu=lbu;
assign EX_sb=sb;
assign EX_jal=jal;
assign EX_jalr=jalr;
endmodule
</file>
<file path="/design/flow/run.sh">
#!/bin/bash
# OpenROAD 26Q1-2900-gdf79404cd8, Yosys 0.63+post, stock flow scripts
make -C /OpenROAD-flow-scripts/flow DESIGN_CONFIG=/design/flow/config.mk WORK_HOME=/design/flow/orfs finish
</file>
<file path="/design/flow/config.mk">
export PLATFORM = sky130hd
export DESIGN_NAME = EX
export DESIGN_NICKNAME = EX
export VERILOG_FILES = /design/flow/design.v
export SDC_FILE = /design/flow/constraint.sdc
export NUM_CORES = 4
export LEC_CHECK = 1
export CORE_UTILIZATION = 30
</file>
<file path="/design/flow/constraint.sdc">
current_design EX

set clk_period 16.6
set clk_io_pct 0.2

create_clock -name clk0 -period $clk_period

set non_clock_inputs [all_inputs -no_clocks]
set_input_delay [expr $clk_period * $clk_io_pct] -clock clk0 $non_clock_inputs
set_output_delay [expr $clk_period * $clk_io_pct] -clock clk0 [all_outputs]
</file>
==> GITHUB_STEP_SUMMARY <==
### Yosys + OpenROAD results

| Metric | Value |
|---|---|
| Outcome | completed |
| P_leak | 7.79 nW |
| Top cells excl fill/tap | nand2_1, clkdlybuf4s50_1, a21oi_1 |
| Largest net degree at the start of global routing | 56 |
| Hold slack final | 6.64 ns |
| GRT Total Usage | 0.398 |
| Initial antenna violation count | 4 |
| Post-Place Cells | 3508 |
| Slew @ Worst Pin | approximately 1.0 ns |
| Arr. time, crit path | 9.65 ns |
| Vias in the first global route | 22.1k |
| Post-synth EDFFs | 0 |
| Area of the core | approximately 59000 um^2 |
| Crit Path Class | in2out |
| Worst Hold Path EP | EX_MemtoReg |
| Power after layout | 0.616 mW |
| Syn-to-layout area delta | 13.8% |
| Net switching power | 0.390 mW |
| Crit-path leading delay family | AND-OR/OR-AND gates |
| Synth flops | 64 |
| HP Class | in2out |
| Hold_sp | MemtoReg |
| Endpoints left unconstrained | roughly 64 |
| Initial Utilization | 0.305 |
| Via-per-instance ratio | 6.68 |
| # Cells Yosys | ~2.7k |
| Fin. max-slew vios | 0 |
| Critical path buffer and inverter count | 5 |
| First-pass GRT wire length | 170000 um |
| Worst slack, placed | 3.76 ns |
| Post-synth cell types | 105 |
| Hold buffer count at cts | 0 |
| Chip Height | 247 um |
| Top cell area share | 0.0714 |
| Syn. warnings | 4 |
| Cell Int Power | 0.226 mW |
| Gr ovfl total | 0 |
| Core Rows | 89 |
| Number of I/O port buffers | 236 |
| Fin cells | 3512 |
| DRT iter0 DRCs | 2623 |
| Dominant logic cell type in the layout | nand2_1 |
| Slew Limit Headroom | 0.304 |
| CP max stage cell | a211oi_1 |
| Register pins left without a clock | 64 |
| CP peak stage delay | about 0.87 ns |
| Hold Path Stages | 0 |
| Switching part of the total power | 0.633 |
| Setup TNS | 0 ns |
| Final WS setup | about 3.6 ns |
| # resized after CTS | 0 |
| Chip area line of the yosys report | 18100 um^2 |
| Vias | roughly 23k |
| RSZ-0062 raised after global routing | no |
| Top-level I/O count | 430 |
| Final antenna-violating net count | 0 |
| Ys async rst share | 0 |
| Setup-failing EPs final | 0 |
| Min Tclk post-route | 12.97 ns |
| Post-Synthesis Cells | 2706 |
| WL per Instance | roughly 35 um |
| Cell accounting for the most synthesized area | ha_1 |
| Worst IR Drop VDD | 0.0162 mV |
| Synth area leaders | ha_1, mux2i_1, a21oi_1 |
| Die W | 247 um |
| 1st-pass router iterations | 26 |
| Dpl hpwl | around 100000 um |
| Final Hold Viols | 0 |
| Critical Path Fanout Max | 34 |
| Max Freq | 77.1 MHz |
| CP Cell Sequence | clkdlybuf4s50_1 > buf_4 > and4b_1 > buf_4 > nand3_1 > nand2_1 > mux2_2 > mux2i_1 > o221ai_1 > a211oi_1 > inv_1 > o21ai_0 > nor4b_1 > nand4_1 > nor3_1 > clkdlybuf4s50_1 |
| Setup repair bufs after CTS | 0 |
| GP Congestion | 1.10 |
| CP startpoint kind | input pin |
| Number of remaining DRC errors | 0 |
| Total die area | between 60000 and 70000 um^2 |
| Final WL | around 120000 um |
| Synthesized area | 18100 um^2 |
| Avg Inst Size Synth | around 6.7 um^2 |
| MaxCap Viol Count | 0 |
| Tool Warnings | 108 |
| Post-synth top flop | dlxtn_1 |
| Worst Setup End Kind | output pin |
| Tcrit/Tclk final | 0.781 |
| Req. time, crit path | about 13 ns |
| PwrDens | about 30 nW/um^2 |
| Layout cells sized above 1 | 0.0757 |
[cell type report]
type,instances,area (um^2)
antenna,4,10.0
fill,6575,38700
tap,773,967
multi-input combinational,2208,15000
timing repair buffer,353,3230
sequential,64,962
inverter,110,413
[metal layers]
metal | up-vias | wire length, um | GRT usage
met5 | - | 11 | 0
met1 | 11300 | 49000 | 0.521
li1 | 10300 | - | -
met2 | 1533 | 51700 | 0.591
met4 | 2 | 9140 | 0.243
met3 | 348 | 11700 | 0.0957
[synthesized netlist by cell type, drive strengths merged, types with 13 or more instances]
library cell and count:
nand2b 35, and2 61, a22oi 72, o21ai 162, a222oi 22, a311oi 15, nor2b 49, o21bai 17
nand3 78, a21oi 205, ha 103, o21a 13, nand4 32, dlxtn 64, xnor2 39, a211oi 73
a221oi 66, o221ai 22, a2111oi 19, a31oi 15, clkbuf 147, mux2i 109, o31ai 18, o22ai 70
a211o 13, inv 109, nor4 32, a21o 25, nor3 74, buf 177, nor2 204, mux2 24
o2111ai 21, nand2 244, o211ai 83
[state kept, by name, indices dropped and copies added, names as in the netlist]
register	cells
af_mux1.out	32
af_mux2.out	32
[how the worst max path moves through the flow]
stage,from,end,slack [ns],cells past startpoint
4_1_cts,ALUctr[0],EX_zero,3.73,16
6_report,ALUctr[0],EX_zero,3.63,16
5_1_grt,ALUctr[0],EX_zero,3.42,16
[power by group through the flow]
stage	logic [mW]	registers [mW]	clock network, mW
after global routing	0.611	0.0298	0
after CTS	0.567	0.0286	0
[cells by family (layout without fill, tap and decap cells)]
group,Yosys count,after routing,synth area share
other cells,0,4,0
buf+inv,434,463,0.120
simple gates,882,882,0.244
xor+xnor,50,50,0.0243
compound gates,1030,1030,0.399
fa+ha+maj,105,105,0.0736
mux,141,141,0.0854
latches,64,64,0.0532
[stage by stage]
step,util,cell area (um^2)
finish,0.347,20500
global placement,0.347,20500
CTS,0.347,20500
global route,0.347,20500
floorplan,-,18100
detailed placement,0.347,20500
No activity file was given, so power comes from the tool's default toggle rates.
